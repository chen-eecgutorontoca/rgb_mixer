==> /design/flow/design.v <==
`default_nettype none
`timescale 1ns/1ns
module debounce (
    input wire clk,
    input wire reset,
    input wire button,
    output reg debounced
);
    reg [7:0] shift_reg; 
    always @(posedge clk) begin
        if (reset) begin
            shift_reg <= 8'b0; 
            debounced <= 1'b0; 
        end else begin
            shift_reg <= {shift_reg[6:0], button};
            if (shift_reg == 8'b11111111) begin
                debounced <= 1'b1;
            end else begin
            	debounced <= 1'b0;
            end
        end
    end
endmodule
`default_nettype none
`timescale 1ns/1ns
module encoder (
    input clk,
    input reset,
    input a,
    input b,
    output reg [7:0] value
);
   reg old_a;
   reg old_b;
   wire [3:0] EQ;
   always@(posedge clk)begin
      if(reset)begin
        old_a <= 1'b0;
        old_b <= 1'b0;
      end else begin
        old_a <= a;
        old_b <= b;
      end
   end
   assign EQ = {a, old_a, b, old_b};
   always@(posedge clk)begin
   	if(reset)begin
   	  value <= 8'b0;
   	end else begin
   	  case(EQ)
   	   1000: value <= value + 1;
   	   0111: value <= value + 1;
   	   0010: value <= value - 1;
   	   1101: value <= value - 1;
   	   default:
   	   	value <= value;
   	  endcase
   	end
   end
endmodule
`default_nettype none
`timescale 1ns/1ns
module pwm (
    input wire clk,
    input wire reset,
    output wire out,
    input wire [7:0] level
    );
    reg [7:0] cnt;
    reg out_reg;
    always@(posedge clk)begin
    	if(reset)
    	  cnt <= 8'b0;
    	else if(cnt==255)
          cnt <= 8'b0;
        else
          cnt <= cnt + 1;
   end
   always@(posedge clk)begin
   	if(reset)
   	  out_reg <= 1'b0;
        else if(cnt<level)
          out_reg <= 1'b1;
        else
          out_reg <= out_reg;
  end
  assign out = out_reg;
endmodule
`default_nettype none
`timescale 1ns/1ns
module rgb_mixer (
    input wire clk,
    input wire reset,
    input wire enc0_a,
    input wire enc0_b,
    input wire enc1_a,
    input wire enc1_b,
    input wire enc2_a,
    input wire enc2_b,
    output wire pwm0_out,
    output wire pwm1_out,
    output wire pwm2_out
);
    wire [7:0] enc [2:0];
    wire enc_a [2:0];
    wire enc_b [2:0];
    assign enc_a[0] = enc0_a;
    assign enc_b[0] = enc0_b;
    assign enc_a[1] = enc1_a;
    assign enc_b[1] = enc1_b;
    assign enc_a[2] = enc2_a;
    assign enc_b[2] = enc2_b;
    wire enc_a_db [2:0];
    wire enc_b_db [2:0];
    wire pwm_out [2:0];
    assign pwm0_out = pwm_out[0];
    assign pwm1_out = pwm_out[1];
    assign pwm2_out = pwm_out[2];
    generate
    	genvar i;
    	for(i=0; i<3; i=i+1)begin
            debounce u1(.clk(clk), .reset(reset), .button(enc_a[i]), .debounced(enc_a_db[i]));
            debounce u2(.clk(clk), .reset(reset), .button(enc_b[i]), .debounced(enc_b_db[i]));
            encoder u3(.clk(clk), .reset(reset), .a(enc_a_db[i]), .b(enc_b_db[i]), .value(enc[i]));
            pwm u4(.clk(clk), .reset(reset), .out(pwm_out[i]), .level(enc[i]));
        end
   endgenerate
endmodule
==> /design/flow/run.sh <==
#!/bin/bash
# OpenROAD 26Q1-2900-gdf79404cd8, Yosys 0.63+post, stock flow scripts
make -C /OpenROAD-flow-scripts/flow DESIGN_CONFIG=/design/flow/config.mk WORK_HOME=/design/flow/orfs finish
==> /design/flow/config.mk <==
export PLATFORM = sky130hd
export DESIGN_NAME = rgb_mixer
export DESIGN_NICKNAME = rgb_mixer
export VERILOG_FILES = /design/flow/design.v
export SDC_FILE = /design/flow/constraint.sdc
export NUM_CORES = 4
export LEC_CHECK = 1
export CORE_UTILIZATION = 30
==> /design/flow/constraint.sdc <==
current_design rgb_mixer

set clk_period 4.1
set clk_io_pct 0.2

create_clock -name clk0 -period $clk_period [get_ports {clk}]

set non_clock_inputs [all_inputs -no_clocks]
set_input_delay [expr $clk_period * $clk_io_pct] -clock clk0 $non_clock_inputs
set_output_delay [expr $clk_period * $clk_io_pct] -clock clk0 [all_outputs]
==> run_results.csv <==
group,metric,value,unit
run_status,status,"complete, no violations",
synth,synth_area,0.00433,mm²
clock_network,worstSkewPairLatency,0.34,ns
critical_path,path_buffers,1,
global_route,antenna_found_initial,0,
routing,totalWireLength,6510,µm
critical_path,worstSetupPathType,"register to primary output",
power,p_leak,1.79,nW
synth,ys_ff,111,
critical_path,ff2ff_path_depth,5,
timing,rsz0062_at_grt,"no",
timing,hold_violations,0,
synth,edf_count,0,
synth,yosys_cells,442,
routing,insertedDiodeCount,0,
routing,routedWlPerCell,10.2,µm
placement,hpwlAfterDp,4380,µm
placement,gp_congestion,0.785,
routing,num_vias,2847,
routing,vias_per_cell,4.46,
synth,synthTopCellsByArea,"dfxtp_1, ha_1, nor2b_1, xnor2_1, nor2_1",
timing,post-route-min-period,1.96,ns
clock_network,cts.sinks,111,
placement,place_area,0.00463,mm²
global_route,grt_usage,9.77,%
hold_path,hp-class,"register to register",
critical_path,critical_path.slowest_cell,"clkdlybuf4s50_1",
critical_path,r2r_slack,2.59,ns
floorplanning,pin_count,11,
routing,drcViolationCount,0,
power,ir_worst_vdd,0.000261,V
critical_path,rr_startpoint,"genblk1[1].u3.value[1]",
synth,synthCells,442,
final_layout,final_cell_mix,"dfxtp_1, nor2b_1, nor2_1, inv_1, ha_1",
final_layout,area_growth_syn_to_layout,13.6,%
hold_path,min_path_cells,2,
synth,ys_area,0.00433,mm²
timing,setup_tns,0,ns
clock_network,cts_max_level,3,
timing,max_slew_margin,60.5,%
final_layout,fin_area,0.00492,mm²
clock_network,cts_tree,"yes",
critical_path,crit_arrival,1.14,ns
floorplanning,core-area,0.0140,mm²
synth,synthDistinctLibCells,37,
global_route,grt_pass1_wl,11900,µm
flow_run,maxCapViolCount,0,
timing,finalClockPeriodUsage,47.8,%
critical_path,path_cells,"clkdlybuf4s50_1",
critical_path,path_delay_family,"buffers and inverters",
flow_run,warnings,25,
critical_path,critPathRequiredTime,3.28,ns
synth,yosysTopAreaCell,"dfxtp_1",
clock_network,cts_resized,0,
floorplanning,die_area,0.0149,mm²
hold_path,worstHoldStart,"genblk1[1].u2.shift_reg[1]",
timing,max_freq,0.511,GHz
power,power_density,415,mW/mm²
floorplanning,floorplan.core_util,30.9,%
critical_path,crit_path_start_kind,"register",
placement,portBuffers,10,
synth,synth-main-ff-cell,"dfxtp_1",
critical_path,r2r-end,"genblk1[1].u4.out_reg",
critical_path,cpPeakStageDelay,0.46,ns
timing,clock_skew,0.00679,ns
final_layout,nFillCells,1372,
timing,finalSetupViolCount,0,
timing,slew_violations,0,
synth,ys_async_sr_fraction,0,%
synth,top_cell_area_share,51.3,%
synth,synth.avg_cell_area,9.79,µm²
clock_network,cts_setup_buffers,0,
power,intPower,0.00161,W
final_layout,lay_top_count,"dfxtp_1",
power,p_seq_share,54.7,%
synth,ys_warn_count,4,
clock_network,clockBufferDepth,2,
routing,ant_nets,0,
routing,drt_iter0_drc,119,
clock_network,clk_pin_slew_worst_paths,0.07,ns
power,clockPowerShare,41.5,%
final_layout,layout-drive-gt1-share,5.66,%
critical_path,worstSetupEndpointType,"primary output",
global_route,first_global_vias,2616,
synth,synth_seq_share,51.3,%
clock_network,numCtsBuffers,9,
floorplanning,die_x,122,µm
global_route,grt_max_degree,34,
clock_network,root_buffer,"clkbuf_16",
floorplanning,fp.dieH,122,µm
hold_path,min_to,"genblk1[1].u2.debounced",
clock_network,holdBufCountCts,0,
global_route,grt_overflow,0,
critical_path,worst-path-max-fanout,2,
power,power_frac_comb,3.8,%
power,switchingPower,0.000427,W
floorplanning,num_rows,43,
power,netSwitchingFraction,20.9,%
routing,drt_first_pass_iters,4,
timing,worst_pin_slew,0.593,ns
==> worst max-delay path by stage <==
stage                                 start  endpoint  cells after the start
after CTS             genblk1[2].u4.out_reg  pwm2_out                      1
after global routing  genblk1[2].u4.out_reg  pwm2_out                      1
final                 genblk1[2].u4.out_reg  pwm2_out                      1
==> power by group through the flow <==
stage	clock network, W	logic, W	registers [W]
4_1_cts	0.000872	0.0000783	0.00112
5_1_grt	0.000920	0.0000880	0.00112
6_report	0.000847	0.0000769	0.00112
==> cell families after synthesis <==
| logic type | Yosys count | share of synthesized area, % |
|---|---|---|
| buffers and inverters | 42 | 3.70 |
| flip-flops | 111 | 51.3 |
| AND/OR/NAND/NOR | 184 | 23.7 |
| AND-OR/OR-AND | 46 | 6.97 |
| adder cells (fa/ha/maj) | 27 | 7.81 |
| XOR/XNOR | 32 | 6.48 |
==> metrics by stage <==
step	utilization [%]	hold slack (ns)	total power, W	setup slack, ns	std cells
4_1_cts	35.2	0.439	0.00207	2.11	639
3_3_place_gp	33.1	0.426	0.00122	2.00	624
6_report	35.2	0.436	0.00204	2.14	639
3_5_place_dp	33.1	0.430	0.00122	1.95	624
5_1_grt	35.2	0.446	0.00213	2.08	639
2_1_floorplan	-	0.417	0.00119	2.52	442
==> cell usage after synthesis (9+ instances only) <==
master	count
a21oi_1	13
and4_1	10
clkbuf_1	10
dfxtp_1	111
ha_1	27
inv_1	29
nand2_1	21
nand3_1	20
nor2_1	52
nor2b_1	54
xnor2_1	23
xor2_1	9
==> layout make-up <==
class,instances,area (µm²),area share [%]
multi-input combinational,289,1950,39.6
clock buffer,11,233,4.73
inverter,30,113,2.29
sequential,111,2220,45.2
tap,180,225,4.58
clock inverter,4,55.1,1.12
timing repair buffer,14,125,2.54
==> worst register-to-register path, cell delays in order (launching register included) <==
cell and delay [ns]:
dfxtp_1 0.37, inv_1 0.08, ha_1 0.29, a2111oi_0 0.40, o21ai_1 0.13, a31oi_1 0.17
==> per-layer routing <==
layer / wire length [µm] / GRT usage [%]
met1: 3530 / 16.0
met2: 2610 / 13.6
met3: 208 / 1.81
met4: 155 / 1.83
met5: 0 / 0
No activity file was given, so power comes from the tool's default toggle rates.
